===== design/flow/design.v =====
module forwarding_EXE (
Register1Address,
Register2Address,
ST_src_EXE,
DestinationMemory, 
DestinationWriteBack,
WriteBackEnableMemory,
WriteBackEnableRegister,
mux1Selection,
mux2Selection,
ST_val_sel);
  input [4:0] Register1Address, Register2Address, ST_src_EXE;
  input [4:0] DestinationMemory, DestinationWriteBack;
  input WriteBackEnableMemory, WriteBackEnableRegister;
  output reg [1:0] mux1Selection,mux2Selection, ST_val_sel;
  always @ ( * ) begin
    {mux1Selection,mux2Selection, ST_val_sel} <= 6'd0;
    if (WriteBackEnableMemory && ST_src_EXE == DestinationMemory) ST_val_sel <= 2'd1;
    else if (WriteBackEnableRegister && ST_src_EXE == DestinationWriteBack) ST_val_sel <= 2'd2;
    if (WriteBackEnableMemory && Register1Address == DestinationMemory) mux1Selection <= 2'd1;
    else if (WriteBackEnableRegister && Register1Address == DestinationWriteBack) mux1Selection <= 2'd2;
    if (WriteBackEnableMemory && Register2Address== DestinationMemory) mux2Selection<= 2'd1;
    else if (WriteBackEnableRegister && Register2Address == DestinationWriteBack) mux2Selection<= 2'd2;
  end
endmodule 
module mux2to1(in1, in2, sel, out);
  input sel;
  input [31:0] in1;
  input [31:0]  in2;
  output [31:0] out;
  assign out = (sel == 0) ? in1 : in2;
endmodule 

===== design/flow/run.sh =====
#!/bin/bash
# OpenROAD 26Q1-2900-gdf79404cd8, Yosys 0.63+post, stock flow scripts
make -C /OpenROAD-flow-scripts/flow DESIGN_CONFIG=/design/flow/config.mk WORK_HOME=/design/flow/orfs finish

===== design/flow/config.mk =====
export PLATFORM = sky130hd
export DESIGN_NAME = mux2to1
export DESIGN_NICKNAME = mux2to1
export VERILOG_FILES = /design/flow/design.v
export SDC_FILE = /design/flow/constraint.sdc
export NUM_CORES = 4
export LEC_CHECK = 1
export CORE_AREA = 10 10 70 70
export DIE_AREA = 0 0 80 80
export SYNTH_HDL_FRONTEND = slang

===== design/flow/constraint.sdc =====
current_design mux2to1

set clk_period 1.0
set clk_io_pct 0.2

create_clock -name clk0 -period $clk_period

set non_clock_inputs [all_inputs -no_clocks]
set_input_delay [expr $clk_period * $clk_io_pct] -clock clk0 $non_clock_inputs
set_output_delay [expr $clk_period * $clk_io_pct] -clock clk0 [all_outputs]

==> impl_metrics.csv <==
group,metric,value,unit
power_and_ir_drop,power_density,388.7,nW/um2
global_routing,grt_first_pass_wirelength,4.146,mm
setup_path,critical_path.endpoint_type,"output port",
global_routing,track_usage,7.873,%
finish,area_growth_syn_to_layout,212.0,%
detailed_routing,drc,0,
logic_synthesis,top_area_share,82.76,%
finish,clk_buf,0,
logic_synthesis,synth.cell_area,544.3,um2
finish,nFillCells,327,
global_routing,number_of_antenna_violations_at_the_first_check_in_global_routing,0,
die,die_height,80,um
timing,relSlewSlack,95.92,%
logic_synthesis,ys_seq_share,0,%
power_and_ir_drop,peakVddDrop,0.1734,mV
finish,post_route_cells_drive_above_1_share,56.16,%
detailed_routing,wirelength,2.849,mm
detailed_routing,antenna_cells_inserted,0,
die,boundaryPins,97,
finish,final_area,1698,um2
setup_path,worst-setup-path-type,"in2out",
logic_synthesis,aoi_share,0,%
logic_synthesis,yosys-stat-area,544.3,um2
detailed_routing,detail_route.wirelength.met1,1.142,mm
logic_synthesis,xor_xnor_share_of_the_synthesized_area,0,%
logic_synthesis,post_synth_main_area_contributors,"mux2_4, buf_12, mux2_2",
flow_run,max-cap-violations,0,
detailed_routing,route.met3.wl,313,um
timing,finalCritPeriodShare,117.5,%
timing,max_clock_freq,0.8508,GHz
finish,layout.sequential_cells,0,
logic_synthesis,simple_gate_share,0,%
global_routing,grt_max_degree,8,
logic_synthesis,synth.distinct_cells,4,
setup_path,cp_max_fo,7,
detailed_routing,num_vias,730,
logic_synthesis,post_synth.cell_area_avg,15.12,um2
die,fp_util,15.93,%
logic_synthesis,syn-instance-count,36,
place,place.gp.congestion,0.7595,
finish,lay_top_count,"dlygate4sd2_1",
setup_path,cp_data_required_time,0.80,ns
logic_synthesis,netlist_logic_family_top,"multiplexers",
place,placed_area,1536,um2
power_and_ir_drop,cellLeakagePower,0.9905,nW
detailed_routing,routed-wl-met2,1.394,mm
timing,sum_of_negative_setup_slack,-5.032,ns
place,io_buffers,97,
min_path,worst_hold_path_type,"in2out",
setup_path,critical_path_arrival,0.98,ns
timing,unrepaired_setup_endpoints_after_global_routing,"true",
place,hpwlAfterDp,2.396,mm
logic_synthesis,yosys-stat-cells,36,
finish,finished_core_util,49.71,%
global_routing,grt_remaining_overflow,0,
die,dieArea,6400,um2
timing,post-route-worst-setup-slack,-0.1754,ns
logic_synthesis,yosysWarnings,0,
die,rows,21,
detailed_routing,wl_per_cell,14.84,um
detailed_routing,top_layer,"met3",
logic_synthesis,synth.largest_area_cell,"mux2_4",
logic_synthesis,yosys-mux-area-fraction,86.90,%
timing,period_needed,1.175,ns
timing,setup_violations,32,
detailed_routing,avgViaCountPerCell,3.802,
timing,hold_violations,0,
global_routing,first_global_vias,824,
status,run_status,"finished with violations",
timing,measured_slew_at_the_worst_slew_check_pin,0.06111,ns
detailed_routing,detailedRoute.firstIterationViolations,4,
die,core_area,3416,um2
logic_synthesis,ys_sh_adder,0,%
clock_network,cts_hold_repair.buffers,0,
detailed_routing,route.antenna.remaining_nets,0,
setup_path,worst_setup_path_start_kind,"primary input",
detailed_routing,detail_route.first_pass.iterations,2,
flow_run,tool_warnings,34,
finish,sequential_cell_area,0,um2
status,failed_checks,"negative setup slack",
finish,commonest_non_fill_non_tap_cells_in_the_layout,"dlygate4sd2_1, mux2_4, buf_6",
die,die_w,80,um
timing,timing_max_transition_violations_final,0,
[what timing repair did]
item                                    CTS  global route
endpoints found under the setup margin   32            32
endpoints found under the hold margin     0             0
gates resized                           170            23
buffers inserted                         14             0
gates cloned                              1             0
[area by class of cell]
type / instances / area [um2] / area share [%]
Timing Repair Buffer: 114 / 1160 / 68.31
Multi-Input combinational cell: 32 / 480.5 / 28.30
Tap cell: 46 / 57.56 / 3.390
[through the flow]
step,instances,setup slack (ns),power [mW],hold slack (ns)
after floorplan,36,0.06690,0.2063,0.4977
after global placement,177,-0.4922,0.6538,1.331
after detailed placement,177,-0.4966,0.6549,1.335
after CTS,192,-0.1777,0.6436,0.8004
after global routing,192,-0.1938,0.7056,0.7141
final,192,-0.1754,0.6599,0.6943
[cells in the mapped netlist]
master	count
buf_12	3
buf_6	1
mux2_2	2
mux2_4	30
[worst max-delay path: stages]
cell and delay [ns]:
buf_12 0.11, buf_12 0.13, buf_8 0.12, mux2_4 0.30, buf_6 0.11
[layer usage]
layer,GRT usage (%),vias to the layer above
met4,0,0
li1,-,362
met2,14.29,51
met5,0,-
met3,3.068,0
met1,8.965,317
[final timing paths]
kind                start  endpoint  slack [ns]  cells after the start
setup / recovery      sel   out[31]       -0.18                      5
hold / removal    in1[24]   out[24]        0.69                      3
[power by group]
group          total, mW  switching [mW]  internal, mW
sequential             0               0             0
combinational      0.660           0.141         0.519
clock                  0               0             0
[cell families after synthesis]
kind of cell,after synthesis
muxes,32
buffers and inverters,4
Power figures rest on the tool's default switching activity, not on a simulated workload.
